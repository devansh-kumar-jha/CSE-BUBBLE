### ./config.mk
export PLATFORM = sky130hd
export DESIGN_NAME = branch_top
export DESIGN_NICKNAME = branch_top
export VERILOG_FILES = /design/flow/design.v
export SDC_FILE = /design/flow/constraint.sdc
export NUM_CORES = 4
export LEC_CHECK = 1
export CORE_AREA = 10 10 147 147
export DIE_AREA = 0 0 157 157
### ./run.sh
#!/bin/bash
# OpenROAD 26Q1-2900-gdf79404cd8, Yosys 0.63+post, stock flow scripts
make -C /OpenROAD-flow-scripts/flow DESIGN_CONFIG=/design/flow/config.mk WORK_HOME=/design/flow/orfs finish
### ./design.v
module branch_top (
    input wire reset,
    input wire [31:0] pc_in,ir,                      
    input wire [31:0] instr_ID,                      
    input wire signed [31:0] rs,rt,rd,               
    output wire [31:0] out,                          
    output wire warn_signal
);
    reg [31:0] out_reg;
    reg warn_signal_reg;
    wire [31:0] opt[0:13];
    wire warn[0:13];
    wire o1,o2,o3;
    beq branch0(pc_in,o1,o2,o3,rd,opt[0],warn[0]);
    bne branch1(pc_in,o1,o2,o3,rd,opt[1],warn[1]);
    bgt branch2(pc_in,o1,o2,o3,rd,opt[2],warn[2]);
    bgte branch3(pc_in,o1,o2,o3,rd,opt[3],warn[3]);
    ble branch4(pc_in,o1,o2,o3,rd,opt[4],warn[4]);
    bleq branch5(pc_in,o1,o2,o3,rd,opt[5],warn[5]);
    comparator comp(rs,rt,o1,o2,o3);
    always @(*) begin
        if(reset == 1'b1) begin out_reg <= 1'b0; warn_signal_reg <= 1'b0; end
        else if(instr_ID >=15 && instr_ID <= 20) begin            
            out_reg <= opt[instr_ID - 32'd15];
            warn_signal_reg <= warn[instr_ID - 32'd15];
        end
        else begin warn_signal_reg <= 1'b0; end                   
    end
    assign out = out_reg;
    assign warn_signal = warn_signal_reg;
endmodule
module beq (
    input wire [31:0] pc_in,
    input wire o1,o2,o3,
    input wire signed [31:0] rd,
    output wire [31:0] out,
    output wire warn
);
    assign out = (o2 == 1'b1) ? pc_in + rd : pc_in;
    assign warn = (o2 == 1'b1);
endmodule
module bne (
    input wire [31:0] pc_in,
    input wire o1,o2,o3,
    input wire signed [31:0] rd,
    output wire [31:0] out,
    output wire warn
);
    assign out = (o2 == 1'b0) ? pc_in + rd : pc_in;
    assign warn = (o2 == 1'b0);
endmodule
module bgt (
    input wire [31:0] pc_in,
    input wire o1,o2,o3,
    input wire signed [31:0] rd,
    output wire [31:0] out,
    output wire warn
);
    assign out = (o1 == 1'b1) ? pc_in + rd : pc_in;
    assign warn = (o1 == 1'b1);
endmodule
module bgte (
    input wire [31:0] pc_in,
    input wire o1,o2,o3,
    input wire signed [31:0] rd,
    output wire [31:0] out,
    output wire warn
);
    assign out = (o3 == 1'b0) ? pc_in + rd : pc_in;
    assign warn = (o3 == 1'b0);
endmodule
module ble (
    input wire [31:0] pc_in,
    input wire o1,o2,o3,
    input wire signed [31:0] rd,
    output wire [31:0] out,
    output wire warn
);
    assign out = (o3 == 1'b1) ? pc_in + rd : pc_in;
    assign warn = (o3 == 1'b1);
endmodule
module bleq (
    input wire [31:0] pc_in,
    input wire o1,o2,o3,
    input wire signed [31:0] rd,
    output wire [31:0] out,
    output wire warn
);
    assign out = (o1 == 1'b0) ? pc_in + rd : pc_in;
    assign warn = (o1 == 1'b0);
endmodule
module comparator (
    input wire signed [31:0] rs,rt,
    output wire o1,o2,o3
);
    reg o1_reg,o3_reg;
    wire [30:0] mag1,mag2;
    assign mag1 = rs[30:0];
    assign mag2 = rt[30:0];
    assign o2 = (rs == rt);
    always @(*) begin
        if(rs[31] == rt[31]) begin
            if(rs[31] == 1'b0) begin
                o1_reg <= (mag1 > mag2); o3_reg <= (mag1 < mag2);
            end
            else begin
                o3_reg <= (mag1 > mag2); o1_reg <= (mag1 < mag2);
            end
        end
        else begin
            o1_reg <= (rt[31] == 1'b1); o3_reg <= (rs[31] == 1'b1);
        end
    end
    assign o1 = o1_reg;
    assign o3 = o3_reg;
endmodule
### ./constraint.sdc
current_design branch_top

set clk_period 13.3
set clk_io_pct 0.2

create_clock -name clk0 -period $clk_period

set non_clock_inputs [all_inputs -no_clocks]
set_input_delay [expr $clk_period * $clk_io_pct] -clock clk0 $non_clock_inputs
set_output_delay [expr $clk_period * $clk_io_pct] -clock clk0 [all_outputs]
==> flow_results.xml <==
<?xml version="1.0" encoding="UTF-8"?>
<metrics>
  <group name="run_status">
    <metric name="outcome" unit="">finished clean</metric>
  </group>
  <group name="drt">
    <metric name="detailedRoute.firstIterationViolations" unit="">184</metric>
    <metric name="num_vias" unit="">4555</metric>
    <metric name="totalWireLength" unit="µm">15200</metric>
    <metric name="drc_errors" unit="">0</metric>
    <metric name="drt_first_pass_iters" unit="">5</metric>
    <metric name="drtAntennaViolNets" unit="">0</metric>
    <metric name="via_density_per_instance" unit="">4.73</metric>
    <metric name="route.detailed.wl_per_inst" unit="µm">15.8</metric>
  </group>
  <group name="run">
    <metric name="stage_log_warnings" unit="">64</metric>
    <metric name="drv.max_cap_violation_count" unit="">0</metric>
  </group>
  <group name="yosys">
    <metric name="synth_top_cell_by_count" unit="">a21oi_1</metric>
    <metric name="postSynthAreaPerCell" unit="µm²">7.07</metric>
    <metric name="synth-main-ff-cell" unit="">dlxtn_1</metric>
    <metric name="post_synth_inst_count" unit="">548</metric>
    <metric name="warnings_synthesis" unit="">266</metric>
    <metric name="ys_top_cells_by_count" unit="">67 x a21oi_1, 62 x ha_1, 48 x inv_1, 48 x o21ai_0, 32 x dlxtn_1</metric>
    <metric name="yosys.cell_types.count" unit="">62</metric>
    <metric name="synth_stat.cells" unit="">548</metric>
    <metric name="ranking_of_synthesized_cells_by_area" unit="">ha_1 20%, dlxtn_1 12%, a21oi_1 8.7%, o21ai_0 6.2%, inv_1 4.6%</metric>
    <metric name="yosys_area" unit="µm²">3880</metric>
    <metric name="mapped_area" unit="µm²">3880</metric>
    <metric name="synth-async-reset-ratio" unit="%">0</metric>
    <metric name="synth_top_cell_by_area" unit="">ha_1</metric>
    <metric name="yosys_register_bits" unit="">32</metric>
    <metric name="netlist.area_leader.share" unit="%">20.0</metric>
    <metric name="enable_flop_cells" unit="">0</metric>
  </group>
  <group name="finish">
    <metric name="final_design_area_no_fill" unit="µm²">6080</metric>
    <metric name="post_layout_nonfiller_instances" unit="">964</metric>
    <metric name="post-route-util" unit="%">32.7</metric>
    <metric name="fillerInstances" unit="">1951</metric>
    <metric name="post_route_cells_drive_above_1_share" unit="%">2.47</metric>
    <metric name="largest_register_ffs" unit="">32</metric>
    <metric name="area_delta_synth_final" unit="%">56.9</metric>
  </group>
  <group name="place">
    <metric name="numPlacedInstances" unit="">963</metric>
    <metric name="post-dp-hpwl" unit="µm">13100</metric>
    <metric name="gp_congestion" unit="">0.908</metric>
    <metric name="dpl-instance-area" unit="µm²">6080</metric>
    <metric name="port_buffers" unit="">194</metric>
  </group>
  <group name="min_path">
    <metric name="worst_hold_path_type" unit="">input pin to primary output</metric>
  </group>
  <group name="final_timing">
    <metric name="max_freq" unit="MHz">113</metric>
    <metric name="grt_setup_unrepaired" unit="">no</metric>
    <metric name="count_of_final_setup_violators" unit="">0</metric>
    <metric name="fin_crit" unit="ps">8830</metric>
    <metric name="untimed_endpoints" unit="">64</metric>
    <metric name="worstMarginPinSlew" unit="ps">766</metric>
    <metric name="hold_viol_final" unit="">0</metric>
    <metric name="unclocked_pins" unit="">32</metric>
    <metric name="final-max-slew-violation-count" unit="">0</metric>
    <metric name="max_slew_margin_vs_limit" unit="%">48.3</metric>
    <metric name="setup_tns" unit="ps">0</metric>
    <metric name="fin_crit_sh" unit="%">66.4</metric>
  </group>
  <group name="power">
    <metric name="power_per_cell_area" unit="nW/µm²">34.7</metric>
    <metric name="power.ir.vdd_worst" unit="µV">13.5</metric>
    <metric name="power_leakage" unit="nW">2.54</metric>
  </group>
  <group name="setup_path">
    <metric name="worstPathCellList" unit="">clkdlybuf4s50_1 &gt; inv_1 &gt; ha_1 &gt; a41oi_1 &gt; o21ai_0 &gt; a221oi_1 &gt; nand4_1 &gt; a21o_1 &gt; a211oi_2 &gt; nand2_1 &gt; buf_4 &gt; nor4b_1 &gt; clkdlybuf4s50_1</metric>
    <metric name="critPathMostFrequentCell" unit="">clkdlybuf4s50_1</metric>
    <metric name="worst-endpoint-arrival" unit="ps">6170</metric>
    <metric name="slowest_stage" unit="">clkdlybuf4s50_1</metric>
    <metric name="slowest_delay" unit="ps">550</metric>
    <metric name="cp-end-kind" unit="">primary output</metric>
    <metric name="criticalPathCategory" unit="">input pin to primary output</metric>
    <metric name="crit_path_start_kind" unit="">input pin</metric>
    <metric name="critPathMaxFanout" unit="">32</metric>
    <metric name="worstPathRequired" unit="ps">10640</metric>
  </group>
  <group name="clocking">
    <metric name="cts.repair.resized" unit="">0</metric>
    <metric name="post_cts.repair.setup_buffers" unit="">0</metric>
    <metric name="cts.hold.buffers_added" unit="">0</metric>
  </group>
  <group name="floorplanning">
    <metric name="die-width" unit="µm">157</metric>
    <metric name="floorplan.die_area" unit="µm²">24600</metric>
    <metric name="core_rows" unit="">50</metric>
    <metric name="die-height" unit="µm">157</metric>
    <metric name="initCoreUtil" unit="%">20.9</metric>
    <metric name="i_o_pin_count" unit="">226</metric>
    <metric name="core-area" unit="µm²">18600</metric>
  </group>
  <group name="global_routing">
    <metric name="vias_in_the_first_global_route" unit="">4441</metric>
    <metric name="grt_first_pass_wirelength" unit="µm">23500</metric>
    <metric name="grt_util_all_layers" unit="%">11.8</metric>
    <metric name="globalRoute.totalOverflow" unit="">0</metric>
    <metric name="grt_max_degree" unit="">38</metric>
    <metric name="number_of_antenna_violations_at_the_first_check_in_global_routing" unit="">0</metric>
  </group>
</metrics>
where the power goes:
part / switching [mW] / internal, mW
registers: 0.00120 / 0.00961
logic: 0.0942 / 0.106
clock network: 0 / 0.0000000101
cell type report:
cell class                 instances  area, µm²  area share (%)
antenna                            1       2.50          0.0412
inverter                          48        180            2.96
multi-input combinational        449       3140            51.6
sequential                        32        480            7.90
tap                              234        293            4.81
timing repair buffer             200       1990            32.7
critical path, delay by kind of cell:
| kind | cells | cell delay [ps] |
|---|---|---|
| adder cells (fa/ha/maj) | 1 | 300 |
| AND-OR/OR-AND | 5 | 1220 |
| AND/OR/NAND/NOR | 3 | 710 |
| buffers and inverters | 4 | 1270 |
cells in the final DEF (no fill, tap or decap), drive strengths merged, types with 13 or more instances in the layout:
cell type and n:
clkdlybuf4s50 194, a21oi 67, ha 62, inv 48, o21ai 48, dlxtn 32, nand2 31, nand3 31
nor2 26, a211oi 19, xnor2 16, nor3 16, a21o 14, nand4 13
metal layers:
metal  global-route usage [%]  wire [µm]
met1                     15.8       6810
met2                     20.4       7440
met3                     1.88        852
met4                    0.854         95
met5                        0          0
per-stage QoR:
stage	hold WS, ps	setup WS [ps]	total power, mW
final	6560	4470	0.211
after global routing	6630	4110	0.235
after CTS	6590	4440	0.212
after detailed placement	6580	4460	0.211
after global placement	6600	4510	0.211
after floorplan	5550	5960	0.124
kinds of logic after synthesis:
group                      share of synthesized area, %
AOI/OAI and AO/OA                                  31.2
xor gates and xnor gates                           5.65
adders and majority gates                          20.5
buffers and inverters                              6.71
latches                                            12.4
muxes                                             0.775
and+or+nand+nor                                    22.8
path summary, 6_finish.rpt:
kind / start / end / cells past startpoint
worst max-delay path: rt[12] / warn_signal / 13
worst min-delay path: instr_ID[27] / warn_signal / 6
Power is estimated from default activity; no workload was simulated.
