==> flow/design.v <==
module instr_decode (
    input wire reset,
    input wire [31:0] ir,                    
    output wire [31:0] ID,                   
    output wire signed [31:0] rs,rt,rd       
);
    wire [5:0] opcode,func;
    reg [31:0] id_reg,rs_reg,rt_reg,rd_reg;
    assign opcode = ir[31:26];
    assign func = ir[5:0];
    always @(*) begin
        if(reset == 1'b1 || ir == 32'b0) begin id_reg <= 32'b0; end
        else if(opcode == 6'd0) begin
            id_reg <= {27'b0,{func+5'd1}};
            rs_reg <= {27'b0,ir[25:21]}; rt_reg <= {27'b0,ir[20:16]}; rd_reg <= {27'b0,ir[15:11]};
        end
        else if(opcode <= 6'd6) begin
            id_reg <= {27'b0,{opcode+5'd4}};
            if(opcode == 3 || opcode==4) begin
                rs_reg <= {27'b0,ir[25:21]}; rt_reg <= {27'b0,ir[20:16]}; rd_reg <= {27'b0,ir[15:11]};
            end
            else begin
                rs_reg <= {27'b0,ir[25:21]}; rt_reg <= {{16{ir[15]}},ir[15:0]}; rd_reg <= {27'b0,ir[20:16]};
            end
        end
        else if(opcode == 6'd7) begin
            id_reg <= {27'b0,{func+5'd11}};
            rs_reg <= {27'b0,ir[20:16]}; rt_reg <= {27'b0,ir[10:6]}; rd_reg <= {27'b0,ir[15:11]};
        end
        else begin
            id_reg <= {27'b0,{opcode+5'd5}};
            if(opcode < 16 || opcode == 20) begin
                rs_reg <= {27'b0,ir[25:21]}; rt_reg <= {{16{ir[15]}},ir[15:0]}; rd_reg <= {27'b0,ir[20:16]};
            end
            else if(opcode < 19 || opcode == 26) begin rs_reg <= {6'b0,ir[25:0]}; end
            else begin
                rs_reg <= {27'b0,ir[25:21]}; rt_reg <= {27'b0,ir[20:16]}; rd_reg <= {27'b0,ir[15:11]};
            end
        end
    end
    assign ID = id_reg;
    assign rs = rs_reg;
    assign rt = rt_reg;
    assign rd = rd_reg;
endmodule
==> flow/run.sh <==
#!/bin/bash
# OpenROAD 26Q1-2900-gdf79404cd8, Yosys 0.63+post, stock flow scripts
make -C /OpenROAD-flow-scripts/flow DESIGN_CONFIG=/design/flow/config.mk WORK_HOME=/design/flow/orfs finish
==> flow/config.mk <==
export PLATFORM = sky130hd
export DESIGN_NAME = instr_decode
export DESIGN_NICKNAME = instr_decode
export VERILOG_FILES = /design/flow/design.v
export SDC_FILE = /design/flow/constraint.sdc
export NUM_CORES = 4
export LEC_CHECK = 1
export CORE_UTILIZATION = 30
==> flow/constraint.sdc <==
current_design instr_decode

set clk_period 6.0
set clk_io_pct 0.2

create_clock -name clk0 -period $clk_period

set non_clock_inputs [all_inputs -no_clocks]
set_input_delay [expr $clk_period * $clk_io_pct] -clock clk0 $non_clock_inputs
set_output_delay [expr $clk_period * $clk_io_pct] -clock clk0 [all_outputs]
==> reports/qor.tcl <==
set qor(cts.repair.resized) 0
set qor(crit_top_cell) {sky130_fd_sc_hd__clkdlybuf4s50_1}
set qor(worstMarginPinSlew_ns) 0.630
set qor(area_growth_pct) 27.7
set qor(die_h_um) 96.1
set qor(max_clock_freq_mhz) 196
set qor(internal_power_mw) 0.111
set qor(route.detailed.drc) 0
set qor(status) {completed}
set qor(synth_flop_count) 47
set qor(mux_area_share_pct) 4.71
set qor(drive_gt1_share_pct) 9.09
set qor(log.warning_count) 39
set qor(grt_pass1_wl_um) 9600
set qor(highest_net_fanout_along_the_worst_path) 11
set qor(post_drt_wl_per_cell_um) 13.3
set qor(core.rowCount) 33
set qor(yosys_area_um2) 2660
set qor(worstPathRequired_ns) 4.80
set qor(synth.largest_area_cell) {sky130_fd_sc_hd__buf_4}
set qor(net-switching-power_mw) 0.0642
set qor(hold_class) {primary input to output port}
set qor(setup_violations) 0
set qor(holdCritStartpoint) {reset}
set qor(routed-via-count) 2147
set qor(holdBufCountCts) 0
set qor(simple_gate_area_share_pct) 18.5
set qor(cts_post_setup_buffers_inserted) 0
set qor(dp_hpwl_um) 5220
set qor(dieWidth_um) 96.1
set qor(grt_overflow_total) 0
set qor(drt_pre_antenna_iters) 4
set qor(ys_top_logic_family) {buffers and inverters}
set qor(power_share_of_the_clock_group_pct) 0
set qor(detailroute.wirelength.met2_um) 2830
set qor(max_stage_delay_on_crit_path_ns) 0.58
set qor(crit_path_end_kind) {output port}
set qor(yosysWarnings) 1
set qor(synth_async_sr_flop_share_pct) 0
set qor(ys_cells) 312
set qor(unrepaired_setup_endpoints_after_global_routing) {false}
set qor(combinational_group_share_of_total_power_pct) 83.5
set qor(route.top_layer_used) {met4}
set qor(final_clock_period_utilization_by_the_worst_path_pct) 85.2
set qor(synth.top_cells.by_area) {sky130_fd_sc_hd__buf_4, sky130_fd_sc_hd__dlxtp_1, sky130_fd_sc_hd__dlxtn_1, sky130_fd_sc_hd__and2_1, sky130_fd_sc_hd__ha_1}
set qor(yosys.cell_types.count) 54
set qor(chip_area_um2) 9230
set qor(irDropWorstVdd_mv) 0.0223
set qor(floorplan.core_area_um2) 8380
set qor(track_usage_pct) 13.5
set qor(slew_violations) 0
set qor(fillerInstances) 860
set qor(cell_with_the_biggest_individual_delay_on_the_critical_path) {sky130_fd_sc_hd__clkdlybuf4s50_1}
set qor(slew_headroom_pct) 57.7
set qor(grt_pass1_vias) 1852
set qor(antenna_violations_before_repair) 0
set qor(timing.critical_path.from_type) {primary input}
set qor(synthAdderAreaFrac_pct) 4.71
set qor(buffer_ports.inserted) 102
set qor(top_area_share_pct) 21.5
set qor(synth.cell_area_um2) 2660
set qor(cp-startpoint) {ir[29]}
set qor(maxCapViolCount) 0
set qor(p_seq_share_pct) 16.5
set qor(fin_tns_setup_ns) 0
set qor(num_antenna_cells) 0
set qor(timing_hold_violations_final) 0
set qor(gp_routability_congestion) 0.945
set qor(enable_flop_cells) 0
set qor(route.antenna.remaining_nets) 0
set qor(critPathArrivalTime_ns) 3.91
set qor(drtIter0Drc) 82
set qor(wl_met1_um) 3240
set qor(synth_xor_xnor_area_share_pct) 2.64
set qor(leakage_nw) 1.46
set qor(met3WireLength_um) 414
set qor(timing.critical_path.cells) {clkdlybuf4s50_1 > inv_1 > ha_1 > nand4bb_1 > nor2_1 > a41oi_2 > o311ai_0 > a21oi_1 > clkdlybuf4s50_1}
set qor(detail_route.wirelength_um) 6510
set qor(syn_inst) 312
set qor(placed_cell_area_um2) 3390
set qor(syn_avg_cell_area_um2) 8.51
set qor(sw_frac_of_total_pct) 36.6
set qor(max_reg_flops) 26
set qor(postLayoutCellArea_um2) 3390
set qor(core_util_at_fp_pct) 31.7
set qor(flop_cell) {sky130_fd_sc_hd__dlxtp_1}
set qor(unconstrained_endpoints) 110
set qor(unclocked_pins) 47
set qor(criticalPathCategory) {primary input to output port}
set qor(ios) 161
set qor(power_density_nw_per_um2) 51.7
set qor(vias_per_cell) 4.38
set qor(final.min_clock_period_ns) 5.11
set qor(grt_max_degree) 25
set qor(aoi_share_pct) 16.7
-- final timing paths --
path                end  depth (start not counted)  slack, ns
setup / recovery  ID[3]                          9       0.89
hold / removal    ID[5]                          3       3.40
-- critical path: cells and delay by family --
family          cells  cell delay, ns
simple gates        2            0.43
fa+ha+maj           1            0.22
buf+inv             3            1.19
compound gates      3            0.86
-- placed cells by master (no fill, tap or decap), drive strengths merged, types with 2 or more instances in the layout --
master / Yosys / final
or3: 2 / 2
a221oi: 2 / 2
o311ai: 2 / 2
o22ai: 5 / 5
a41oi: 2 / 2
mux2: 5 / 5
nand2: 13 / 13
xnor2: 5 / 5
a21oi: 10 / 10
dlxtp: 26 / 26
mux2i: 5 / 5
a2bb2oi: 5 / 5
dlxtn: 21 / 21
clkdlybuf4s50: 0 / 102
nand3: 4 / 4
nor2: 11 / 11
o21a: 3 / 3
and3: 3 / 3
nor4: 5 / 5
nand4bb: 2 / 2
xor2: 3 / 3
conb: 1 / 59
o211ai: 2 / 2
o21ai: 10 / 10
ha: 10 / 10
buf: 82 / 3
a221o: 5 / 5
and2: 34 / 34
a211oi: 6 / 6
inv: 8 / 8
-- power groups by stage --
stage | combinational [mW] | clock, mW | sequential (mW)
after CTS | 0.148 | 0 | 0.0292
after global routing | 0.163 | 0 | 0.0303
final | 0.146 | 0 | 0.0290
-- stage by stage --
stage                     total power [mW]  utilization (%)  setup WS [ns]  cells  hold WS [ns]
final                                0.175             40.5          0.887    490          3.40
after global routing                 0.193             40.5          0.609    490          3.43
after CTS                            0.178             40.5          0.868    490          3.42
after detailed placement             0.176             40.5          0.876    490          3.41
after global placement               0.177             40.5          0.916    490          3.41
after floorplan                      0.128                -           2.02    370          2.42
-- per-layer routing --
layer | vias up | GRT usage, %
met4 | 0 | 0.995
met2 | 105 | 20.5
met5 | - | 0
met3 | 4 | 0.803
met1 | 952 | 21.8
li1 | 1086 | -
-- synth_stat cells (all sizes together), types with 2 or more instances --
cell,instances
o21ai,10
a41oi,2
a221oi,2
nor2,11
nand2,13
xor2,3
nand3,4
a211oi,6
o211ai,2
ha,10
and3,3
and2,34
a221o,5
o22ai,5
a2bb2oi,5
nor4,5
or3,2
buf,82
inv,8
o21a,3
mux2,5
xnor2,5
a21oi,10
dlxtp,26
clkbuf,8
mux2i,5
o311ai,2
nand4bb,2
dlxtn,21
-- cell families after synthesis --
kind of cell | after synthesis
latches | 47
buffers and inverters | 98
muxes | 10
other | 1
adders and majority gates | 10
xor gates and xnor gates | 8
AOI/OAI and AO/OA | 58
and+or+nand+nor | 80
-- layout make-up --
cell class | instances | area [um2] | share of cell area [%]
Sequential cell | 47 | 706 | 20.8
Tap cell | 105 | 131 | 3.87
Multi-Input combinational cell | 225 | 1480 | 43.7
Timing Repair Buffer | 105 | 1040 | 30.8
Inverter | 8 | 30.0 | 0.886
Power and IR drop assume default switching activity.
